File: config.mk
export PLATFORM = sky130hd
export DESIGN_NAME = dacinterface
export DESIGN_NICKNAME = dacinterface
export VERILOG_FILES = /design/flow/design.v
export SDC_FILE = /design/flow/constraint.sdc
export NUM_CORES = 4
export LEC_CHECK = 1
export CORE_AREA = 10 10 74 74
export DIE_AREA = 0 0 84 84
File: constraint.sdc
current_design dacinterface

set clk_period 2.6
set clk_io_pct 0.2

create_clock -name clk0 -period $clk_period [get_ports {clk}]

set non_clock_inputs [all_inputs -no_clocks]
set_input_delay [expr $clk_period * $clk_io_pct] -clock clk0 $non_clock_inputs
set_output_delay [expr $clk_period * $clk_io_pct] -clock clk0 [all_outputs]
File: design.v
module dacinterface (input logic clk,
                input logic [15:0] d,
                output logic clk_out, cs, din);
logic [5:0] count = 0;
assign clk_out = ~cs ? clk : 0 ;
always_ff @(negedge clk) cs <= count < 16 ? 0 : 1;
always_ff @(posedge clk) count <= count - 1;
always_ff @(negedge clk) din <= count < 16 ? d[count] : din;
endmodule
File: run.sh
#!/bin/bash
# OpenROAD 26Q1-2900-gdf79404cd8, Yosys 0.63+post, stock flow scripts
make -C /OpenROAD-flow-scripts/flow DESIGN_CONFIG=/design/flow/config.mk WORK_HOME=/design/flow/orfs finish
==> run notes <==
Summed over all cells, the static leakage comes to 0.0002648 uW. The run gives 0 for the share of synthesized registers carrying an async set or reset. Slowest cell on the critical path: sky130_fd_sc_hd__mux4_2.

On the critical path the largest part of the delay comes from multiplexers. The tools report the critical path data arrival time as 1.36 ns. The logic gate share of total power was 0.057. Tracing the worst setup path back leads to its startpoint at d[4].

The run gives 1 for the count of endpoints failing setup in the final report. The cell type that accounts for the most area after synthesis is sky130_fd_sc_hd__dfxtp_1. For this block, the initial DRC count from the detailed router was 17. TritonCTS built the clock tree. The total detailed-routing wirelength is 1.132 mm, and the clock input transition at the sequential cells of the worst setup and hold paths is 0.04 ns. The tools report the number of levels in the clock H-tree as 1. The synthesis report lists the most area-consuming cells as sky130_fd_sc_hd__dfxtp_1, sky130_fd_sc_hd__mux4_2, sky130_fd_sc_hd__edfxtp_1, sky130_fd_sc_hd__mux4_1, sky130_fd_sc_hd__mux2i_1. Synthesis produced a netlist whose cell count is 36.

Per the post-synthesis stats, the area per cell is 11.30 sq um. The worst setup path is launched from a primary input. The run gives 0.588 for the power share of the clock group. The tools report the iteration tally of the first detailed-router pass as 2. The checks that failed: setup timing. For the placement row count, the log shows 23. The delay of the slowest critical-path stage works out to 0.45 ns. The run gives 932 microns for the half-perimeter wire length after detailed placement. The maximum fanout count along the critical path was 1. The detailed router placed 347 vias in this run. The total negative slack came out at -0.02908 ns. Clock tree synthesis inserted a total of 3 buffers.

The tools report the internal power contribution as 266.9 uW. The run gives 0 as the initial antenna violation count. The run gives 0.3446 for the fraction of synthesized cell area taken by the top area cell type. The run finished, with violations left.

The standard cell core area is 3971 sq um. The routed length per placed instance was 10.20 microns. The number of DRC violations after detailed routing is 0, and the switching power of the nets is 83.20 uW. The worst setup path is captured at a flip-flop.

The adder-cell share of the synthesized area works out to 0.03077. The pin count of the biggest net entering global routing was 7. The cell area after layout was 651.9 sq um; the remaining max-slew budget at the tightest pin was 0.8222.

The count of buffers added on input and output ports is 19. The post-synth tally of flip-flops with integrated enable is 1. CTS placed an instance of sky130_fd_sc_hd__clkbuf_8 at the clock tree root.

Setup repair after global routing could not meet its margin everywhere. STA lists the startpoint of the worst hold path as count[5]$_DFF_P_. Once placement finished, the instance area stood at 655.6 sq um. The vertical die dimension works out to 84 microns. After synthesis, the largest family of logic cells by area is multiplexers. The synthesis stat section lists a flop and latch total of 8.

No sink is reached through more buffers than the 2 on the longest clock path. The overall fraction of global-route tracks in use is 0.03244. For the synthesis warning total, the log shows 1. After clock tree synthesis, the setup repair step added 0 buffers. The multiplexer share of the synthesized area is 0.2246. The total overflow left after global routing is 0. Via count of the first global-routing pass: 409. The number of warning messages in the logs was 33; the total die area was 7056 sq um. The run gives 0.355 as the portion of total power attributed to sequential cells. The logs give 0 for the number of nets with antenna violations after detailed routing and 0 for the count of hold buffers inserted by post-cts repair.

The XOR/XNOR share of the synthesized area works out to 0.08615. After synthesis, the netlist uses 18 different library cells. The area share of and/or/nand/nor cells after synthesis is 0.08308.

The final layout report lists a filler cell count of 441. By startpoint and endpoint, the worst setup path is classified as in2reg. The source-to-sink clock delay at the later pin of the worst-skew pair was 0.30 ns; the via density per instance was 3.126.

With the share of the core filled by cells before placement at 0.1024, the data required time at the worst endpoint is 1.34 ns. The run gives 0.8003 for the final RePlAce weighted congestion. At the pin with the least slew margin, the transition time is 0.2663 ns. The floorplan report gives the top-level pin count as 20. STA reports a reg2reg setup slack of -0.02 ns. For this design the ratio of total power to cell area is 537.0 nW/um^2.

The path class of the tightest hold or removal check is reg2reg. The sum of buffers and inverters on the critical path came out at 1. The fraction of the core area covered by cells at the end of the flow is 0.1641. Summing every instance area after synthesis gives 406.6 sq um. The tools report the worst vdd rail ir drop as 118.5 uV. In the final run the clock tree shows a worst skew of 0.06941 ns.

The AND-OR/OR-AND share of the synthesized area is 0.08308. The total cells reported by yosys after synthesis is 36. The portion of the post-synthesis area used by sequential elements is 0.4185, and the wire length of the first global-routing pass is 1.863 mm. The chip area line in the Yosys stat output reads 406.6 sq um. The run reported a max-capacitance violation count of 0. Across all hold checks on the routed design, the worst slack comes to 0.4700 ns.

The startpoint identified for the worst register-to-register timing path is count[0]$_DFF_P_. Walking the worst path, the cells encountered are clkdlybuf4s15_1 -> mux4_2 -> a32oi_1 -> o21ai_1. The fraction of final layout cells with drive strength greater than 1 came out at 0.4098. Max-slew check failures listed in the final report amount to 0. The most used flip-flop cell after synthesis is sky130_fd_sc_hd__dfxtp_1.

The slack of the critical path is -0.02908 ns. The total inserted antenna cells came out at 0. The run gives 84 microns for the horizontal die dimension.

The switching power as a share of total power works out to 0.2377. The run gives 60.31% for the relative area change from synthesis to final layout. The final timing report lists a hold violation count of 0.
-- stage by stage --
step	power (uW)	setup slack [ns]	cells
final	350.1	-0.02908	111
after global routing	378.2	-0.08088	111
after CTS	352.9	-0.03040	111
after detailed placement	199.7	-0.6091	105
after global placement	199.7	-0.6239	105
after floorplan	147.2	-0.1516	36
-- cells in the final DEF, fill, tap and decap left out --
master	Yosys	layout
sky130_fd_sc_hd__nor2b_1	1	1
sky130_fd_sc_hd__dfxtp_2	0	1
sky130_fd_sc_hd__inv_1	5	7
sky130_fd_sc_hd__clkbuf_2	0	1
sky130_fd_sc_hd__buf_2	0	11
sky130_fd_sc_hd__nor2_1	4	3
sky130_fd_sc_hd__xnor2_1	2	2
sky130_fd_sc_hd__buf_4	0	1
sky130_fd_sc_hd__clkbuf_8	0	3
sky130_fd_sc_hd__nand2_1	2	2
sky130_fd_sc_hd__ha_1	1	1
sky130_fd_sc_hd__a21oi_2	0	1
sky130_fd_sc_hd__dlygate4sd2_1	0	4
sky130_fd_sc_hd__edfxtp_1	1	1
sky130_fd_sc_hd__nor3_1	1	1
sky130_fd_sc_hd__nor2_2	0	1
sky130_fd_sc_hd__o21ai_1	1	1
sky130_fd_sc_hd__clkinvlp_2	0	1
sky130_fd_sc_hd__dfxtp_4	0	1
sky130_fd_sc_hd__mux2i_1	2	2
sky130_fd_sc_hd__a221oi_2	1	1
sky130_fd_sc_hd__clkdlybuf4s15_1	0	3
sky130_fd_sc_hd__xor2_1	2	2
sky130_fd_sc_hd__mux4_2	2	3
sky130_fd_sc_hd__a32oi_1	1	1
sky130_fd_sc_hd__dfxtp_1	7	5
-- cell type report --
type	count	area (sq um)	share of cell area
clock buffers	4	46.29	0.07102
clock inverters	4	16.27	0.02495
inverters	4	15.01	0.02303
multi-input cells	22	209.0	0.3205
flip-flops and latches	8	175.2	0.2687
well taps	50	62.56	0.09597
repair buffers	19	127.6	0.1958
-- power groups by stage --
stage | Sequential, uW | Clock (uW) | Combinational (uW)
4_1_cts | 124 | 208 | 20.7
5_1_grt | 124 | 232 | 21.9
6_report | 124 | 206 | 19.8
-- kinds of logic after synthesis --
group                    after synthesis
adder cells (fa/ha/maj)                1
multiplexers                           5
AND/OR/NAND/NOR                        8
XOR/XNOR                               4
buffers and inverters                  6
flip-flops                             8
AND-OR/OR-AND                          4
-- final timing paths --
kind | end | cells after the start
worst max-delay path | din$_DFFE_NN_ | 4
worst min-delay path | count[5]$_DFF_P_ | 1
worst max register to register | din$_DFFE_NN_ | 3
worst min register to register | count[5]$_DFF_P_ | 1
-- registers in the layout (all words and copies together), names as in the netlist --
name	count
count	6
din	1
cs	1
-- timing repair --
item / CTS / global route
pin swaps: 4 / 1
setup endpoints to repair: 5 / 4
hold endpoints to repair: 0 / 0
gates resized: 51 / 2
-- cell usage after synthesis, types with 2 or more instances --
master	n
sky130_fd_sc_hd__nor2_1	4
sky130_fd_sc_hd__mux2i_1	2
sky130_fd_sc_hd__inv_1	5
sky130_fd_sc_hd__xor2_1	2
sky130_fd_sc_hd__dfxtp_1	7
sky130_fd_sc_hd__xnor2_1	2
sky130_fd_sc_hd__mux4_2	2
sky130_fd_sc_hd__nand2_1	2
-- per-layer routing --
layer | track usage | up-vias | routed length, microns
li1 | - | 174 | -
met1 | 0.03424 | 158 | 486
met2 | 0.05017 | 13 | 530
met3 | 0.02165 | 2 | 100
met4 | 0.01218 | 0 | 14
met5 | 0 | - | 0
Power figures rest on the tool's default switching activity, not on a simulated workload.
