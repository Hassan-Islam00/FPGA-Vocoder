[/design/flow/config.mk]
export PLATFORM = sky130hd
export DESIGN_NAME = ad7908AdcInterface
export DESIGN_NICKNAME = ad7908AdcInterface
export VERILOG_FILES = /design/flow/design.v
export SDC_FILE = /design/flow/constraint.sdc
export NUM_CORES = 4
export LEC_CHECK = 1
export CORE_AREA = 10 10 85 85
export DIE_AREA = 0 0 95 95
[/design/flow/constraint.sdc]
current_design ad7908AdcInterface

set clk_period 2.9
set clk_io_pct 0.2

create_clock -name clk0 -period $clk_period [get_ports {clk}]

set non_clock_inputs [all_inputs -no_clocks]
set_input_delay [expr $clk_period * $clk_io_pct] -clock clk0 $non_clock_inputs
set_output_delay [expr $clk_period * $clk_io_pct] -clock clk0 [all_outputs]
[/design/flow/design.v]
module ad7908AdcInterface(
 input logic clk, reset_n,  
 input logic [2:0] chan,  
 output logic [11:0] result,  
 output logic data_valid,  
 output logic ADC_CONVST, ADC_SCK, ADC_SDI,
 input logic ADC_SDO
);
logic [4:0] count; 
logic [11:0] SDI_WORD;  
logic ADC_CONVST_NEXT; 
always_ff @(posedge clk, negedge reset_n) begin 
    if(!reset_n) 
        ADC_CONVST <= 1;
    else 
        ADC_CONVST <= ADC_CONVST_NEXT; 
end 
always_ff @(posedge clk) begin 
    if(count >= 3 && count <= 14) 
        ADC_SDI <= SDI_WORD[14 - count];
    else 
        ADC_SDI <= 0; 
end 
always_ff @(posedge ADC_SCK)  begin   
    if(count >= 4 && count <= 15)
        result[15 - count] <= ADC_SDO;  
    else 
        result <= result; 
end 
always_ff @(posedge clk) begin 
    if(count == 18)
			data_valid <= 1'b1;
	 else 
			data_valid <= 1'b0;
end
always_ff @(posedge clk, negedge reset_n) begin
    if(!reset_n)
        count = 0;
    else 
        count <= count + 1;
end
assign SDI_WORD = {1'b1, chan[0], chan[2], chan[1], 1'b1, 1'b0, 1'b0, 1'b0, 1'b0, 1'b1, 1'b1}; 
assign ADC_SCK = (count >= 4 && count <= 19) ? clk : 1'b1;  
assign ADC_CONVST_NEXT = (count >= 3 && count <= 19) ? 1'b0 : 1'b1;  
endmodule 
[/design/flow/run.sh]
#!/bin/bash
# OpenROAD 26Q1-2900-gdf79404cd8, Yosys 0.63+post, stock flow scripts
make -C /OpenROAD-flow-scripts/flow DESIGN_CONFIG=/design/flow/config.mk WORK_HOME=/design/flow/orfs finish
==> results.json <==
{
  "ys_chip_area_um2": 1240,
  "hpwl_um": 2020,
  "cts_tree": "yes",
  "yosys.stat.seqShare_pct": 44.6,
  "synth_area_um2": 1240,
  "startpoint_type": "flop",
  "syn-instance-count": 110,
  "slowest_stage": "dfrtp_1",
  "worstMarginPinSlew_ps": 706,
  "routedWlPerCell_um": 13.5,
  "violations": "negative setup slack",
  "design_area_um2": 1870,
  "grt_max_degree": 13,
  "fillers": 549,
  "max_stage_delay_ps": 390,
  "first_pass_iters": 4,
  "worstSetupPathType": "reg2gate",
  "ys.flop_type": "edfxtp_1",
  "cp_top_family": "flip-flops",
  "clock_skew_ps": 13.5,
  "cap_violations": 0,
  "seqPwrFrac_pct": 31.4,
  "drtAntennaViolNets": 0,
  "drive_gt1_share_pct": 33.3,
  "cts_hold_buf": 0,
  "placed_area_um2": 1560,
  "cp.depth": 3,
  "top_cell_area_share_pct": 29.1,
  "antennaDiodeCount": 0,
  "die_area_um2": 9030,
  "dp_cells": 205,
  "internal-power_w": 0.000816,
  "grt_pass1_wl_um": 5060,
  "worst-path-buf-inv": 1,
  "largest_area_cell": "edfxtp_1",
  "top_cell": "edfxtp_1",
  "vdd_ir_drop_max_mv": 0.262,
  "power_w": 0.00101,
  "num_vias": 1032,
  "reg2reg_from": "count[2]",
  "powerDensity_nw_per_um2": 538,
  "design.core.area_um2": 5470,
  "topCellsByArea": "edfxtp_1 29%, dfrtp_1 10%, mux2_2 10%",
  "ys_ff": 20,
  "drtIter0Drc": 54,
  "finalHoldViolCount": 0,
  "switchingPower_w": 0.000190,
  "portBuffers": 21,
  "setup_viol": 1,
  "hold_path.class": "in2async",
  "slew_viol_final": 0,
  "leakage_nw": 0.737,
  "layout_setup_ws_ps": -15.5,
  "synthArstFlopShare_pct": 30.0,
  "grt_pass1_vias": 1073,
  "max_slew_margin_pct": 52.8,
  "utilization_pct": 34.1,
  "fp_util_pct": 22.6,
  "die_h_um": 95,
  "clk_latency_ps": 760,
  "path_max_fanout": 2,
  "ys_cells": 110,
  "r2r_cells": 8,
  "power_frac_comb_pct": 3.4,
  "area_growth_pct": 51.1,
  "outcome": "complete, but fails checks",
  "gp_congestion": 0.803,
  "rsz0062_at_grt": "true",
  "syn_avg_cell_area_um2": 11.2,
  "top_cells_by_count": "12 x edfxtp_1, 11 x mux2_2, 11 x nor4_1, 10 x inv_1, 9 x ha_1",
  "pin_count": 22,
  "drt_wl_total_um": 3080,
  "worstPathArrival_ps": 1690,
  "fin_setup_tns_ps": -15.5,
  "rows": 27,
  "crit_required_ps": 1680,
  "ys_types": 41,
  "antenna_found_initial": 0,
  "worstPathCellList": "ha_2 > buf_6 > o211a_4",
  "die_x_um": 95,
  "yosys_warnings": 1,
  "edf_count": 12,
  "drc": 0,
  "grt_overflow": 0,
  "crit_start": "count[1]",
  "via_per_inst": 4.53,
  "path_clk_slew_ps": 50,
  "fin_cells": 228,
  "p_clk_share_pct": 65.2,
  "grt_usage_pct": 7.19,
  "p_sw_share_pct": 18.9,
  "tool_warnings": 32,
  "worstSetupEndpointType": "clock gate"
}
## routing by layer
metal  GRT usage, %  routed length [µm]  vias up
li1               -                   -      508
met1           9.05                1380      491
met2           10.5                1440       30
met3           3.85                 218        3
met4           2.12                  47        0
met5              0                   0        -
## per-stage QoR
stage | hold WS (ps) | setup WS [ps]
after floorplan | 284 | 34.3
after global placement | 569 | 125
after detailed placement | 570 | 34.5
after CTS | 69.4 | -21.4
after global routing | 83.3 | -97.5
final | 75.1 | -15.5
## path summary, 6_finish.rpt
kind | to | slack (ps)
worst min register to register | result[1] | 580
min in group clk0 | result[1] | 580
max in group clk0 | result[0] | 110
min in group gated | clock gate | 4070
worst min-delay path | count[4] | 80
max in group asynchronous | ADC_CONVST | 2550
worst max register to register | result[0] | 110
worst max-delay path | clock gate | -20
## cell type report
cell class | instances | area (µm²) | area share [%]
multi-input cells | 73 | 644 | 34.5
flip-flops and latches | 20 | 553 | 29.6
repair buffers | 34 | 320 | 17.1
clock buffers | 17 | 213 | 11.4
well taps | 72 | 90.1 | 4.82
inverters | 11 | 43.8 | 2.34
clock inverters | 1 | 3.75 | 0.201
## registers in the layout (all words and copies together) (netlist names)
| signal | flops |
|---|---|
| data_valid | 1 |
| ADC_SDI | 1 |
| result | 12 |
| count | 5 |
| ADC_CONVST | 1 |
## cells by family (layout without fill, tap and decap cells)
logic type                 count (synthesis)  after routing  share of synthesized area (%)
buffers and inverters                     17             63                           6.28
DFF                                       20             20                           44.6
muxes                                     14             14                           12.9
xor gates and xnor gates                   2              2                           2.94
adders and majority gates                  9              9                           9.11
AOI/OAI and AO/OA                         11             11                           6.68
and+or+nand+nor                           37             37                           17.5
## placed cells by master, fill, tap and decap left out, types with 2 or more instances in the layout
cell type	netlist	layout
buf_6	1	4
dfrtp_1	5	4
nor2b_1	2	2
nor2_1	3	2
mux2_2	11	11
nor4_1	11	10
nand2b_1	2	2
clkdlybuf4s50_1	0	20
nand3_1	3	3
buf_4	1	11
nand2_1	5	4
nor3_1	3	3
dfxtp_1	2	2
a21oi_1	2	2
ha_1	9	8
clkbuf_8	0	14
inv_1	10	10
edfxtp_1	12	12
mux2i_1	2	2
## timing repair
| item | CTS | global route |
|---|---|---|
| gates resized | 12 | 2 |
| buffers inserted | 7 | 0 |
| endpoints found under the hold margin | 0 | 0 |
| pin swaps | 3 | 0 |
| endpoints found under the setup margin | 3 | 10 |
## power by group through the flow
stage      logic, W  registers, W  clock network [W]
6_report  0.0000337      0.000316           0.000656
4_1_cts   0.0000350      0.000316           0.000678
5_1_grt   0.0000378      0.000317           0.000703
## worst register-to-register path, cell delays in order (launching register included)
cell and delay [ps]:
dfrtp_2 500, nand2_1 80, nor3_1 280, inv_1 80
ha_1 300, nand4b_1 100, or4_1 480, a2111o_1 440
mux2_4 300
Power and IR drop assume default switching activity.
