--- flow/config.mk ---
export PLATFORM = sky130hd
export DESIGN_NAME = adcinterface
export DESIGN_NICKNAME = adcinterface
export VERILOG_FILES = /design/flow/design.v
export SDC_FILE = /design/flow/constraint.sdc
export NUM_CORES = 4
export LEC_CHECK = 1
export CORE_AREA = 10 10 107 107
export DIE_AREA = 0 0 117 117
--- flow/constraint.sdc ---
current_design adcinterface

set clk_period 4.0
set clk_io_pct 0.2

create_clock -name clk0 -period $clk_period [get_ports {clk}]

set non_clock_inputs [all_inputs -no_clocks]
set_input_delay [expr $clk_period * $clk_io_pct] -clock clk0 $non_clock_inputs
set_output_delay [expr $clk_period * $clk_io_pct] -clock clk0 [all_outputs]
--- flow/design.v ---
module adcinterface(
 input logic clk, reset_n,  
 input logic [2:0] chan,  
 output logic [11:0] result,  
 output logic data_valid,  
 output logic ADC_CONVST, ADC_SCK, ADC_SDI,
 input logic ADC_SDO
);
logic [4:0] count;  
logic [5:0] SDI_WORD;  
logic ADC_CONVST_NEXT; 
always_ff @(negedge clk, negedge reset_n) begin 
    if(!reset_n) 
        ADC_CONVST <= 0;
    else 
        ADC_CONVST <= ADC_CONVST_NEXT; 
end 
always_ff @(negedge clk) begin 
    if(count >= 3 && count <=8) 
        ADC_SDI <= SDI_WORD[count - 3];
    else 
        ADC_SDI <= 0; 
end 
always_ff @(posedge clk)  begin   
    if(count >= 3 && count <= 14)
        result[14 - count] <= ADC_SDO;  
    else 
        result <= result; 
end 
always_ff @(posedge clk) begin 
    if(count == 14)
			data_valid <= 1'b1;
	 else 
			data_valid <= 1'b0;
end
always_ff @(posedge clk, negedge reset_n) begin
    if(!reset_n)
        count = 0;
    else 
        count <= count + 1;
end
assign SDI_WORD = {1'b0, 1'b1, chan[1], chan[2], chan[0], 1'b1}; 
assign ADC_SCK = (count >= 4) ? clk : 1'b0;  
assign ADC_CONVST_NEXT = (count == 1) ? 1'b1 : 1'b0;  
endmodule 
--- flow/run.sh ---
#!/bin/bash
# OpenROAD 26Q1-2900-gdf79404cd8, Yosys 0.63+post, stock flow scripts
make -C /OpenROAD-flow-scripts/flow DESIGN_CONFIG=/design/flow/config.mk WORK_HOME=/design/flow/orfs finish
==> run notes <==
Physical implementation

The transition at the pin with the smallest max-transition slack is 0.501 ns. Setup slack on the worst reg-to-reg path comes out at 0.14 ns. The horizontal die size is 117 µm.

The die footprint is 13,700 µm². The core region is 9200 µm². The end of the critical path is ADC_CONVST.

The filler cell count is 968. The final timing report counts setup violations totalling 0. The maximum level of the CTS H-tree is 1. Per the synth stats, the flop cell with the highest instance count is edfxtp_1.

For this run, the register share of the synthesized area comes to 0.350. The count of buffering cells on the critical path with inverters included is 1. Pin placement for this block handled 22 I/O pins.

The overall power of the completed layout is 0.000411 W. The number of optimization iterations in the first detailed-route pass is 8. The top metal layer carrying routed signals is met4. In this run the deepest clock path goes through 2 buffers. Setup repair after global routing left no endpoint under its margin. For this run, the slowest stage of the critical path takes 0.46 ns. The starting density of the core is 0.171. The cell count after synthesis came out at 163. The total length of routed wires is 3720 µm.

For the worst setup path, the data arrival time is 3.12 ns. The via count of the first global-routing pass is 1,201. The floorplan has 35 rows. After synthesis, the cell types taking the most area are edfxtp_1, ha_1, dfrtp_1, mux2_1, or3_1. Looking at the reg2reg group, the worst path starts from count[1]. The finished layout cell area is 2180 µm². Looking at the critical path, the highest net fanout was 1. The DRC violation total after the first TritonRoute iteration is 57. Adding up every negative setup slack in the final design gives 0 ns. The start-to-end type of the worst setup path is reg2out.

The tightest slew margin relative to the limit is 0.666. The leakage power of the design is 0.781 nW. In this run, synthesis inferred 12 flip-flops with an integrated enable. After detailed routing, the average wire length per cell comes to 12.0 µm. CTS added clock buffers totalling 3. For this run, the detailed router reports a per-instance via density of 4.17. The endpoint kind of the worst setup timing path is an output pin.

The HPWL after detailed placement is 2870 µm. The first global-routing pass estimated 5770 µm of wire. Among cell families on the critical path, the largest total delay comes from buffers and inverters.

The most popular library cell in the synthesized design by count is ha_1. The post-synthesis cell count from yosys is 163. STA classifies the critical path startpoint as a flop. The met1 layer wirelength in the final routing is 1860 µm.

The signal on the critical path passes through clkdlybuf4s50_1. The count of input and output buffers is 21. The CTS tree is done. The netlist area before placement is 1570 µm². The worst setup slack before clock tree synthesis is -0.0599 ns. The post-synthesis average cell area is 9.66 µm². Summed over all layers, the global routing overflow is 0. The largest total area in the synthesized netlist belongs to edfxtp_1. Per the synthesis report, the number of distinct cell types is 49.

The count of inserted antenna diode cells is 0. The via count is 1,297. The final timing report lists a hold violation count of 0. The synthesized chip area reported by yosys is 1570 µm². The setup slack after layout is 0.0819 ns. The depth of the worst register-to-register path is 13. The post-layout instance count excluding filler cells is 311. The max-slew violation count is 0. Entering global routing, the biggest net connects 17 pins. The number of maximum-capacitance violations recorded for the run is 0. The number of antenna violations at the first check in global routing is 0. The post-CTS clock slew at the launch and capture registers of the worst setup and hold paths is 0.07 ns. Yosys reported a register bit count of 20. The number of warning messages in the logs is 36. For this run, design rule violations remaining after detail routing come to 0.

The cell count along the critical path is 1. The routed length on met2 is 1640 µm. The routability-driven placement congestion ratio is 0.796. The top-area cell type share of the netlist area is 0.229. The global-route usage over all layers is 0.0530.

The count of yosys warnings during synthesis is 1. For this design the ratio of total power to cell area is 189 nW/µm². The share of flip-flops with an asynchronous set or reset is 0.300. Clock tree synthesis selected as its root buffer the cell clkbuf_8. The largest vdd supply drop is 0.0856 mV. The critical path endpoint has a required time of 3.20 ns. For the worst reg-to-reg path, the endpoint reported by OpenROAD is result[2]. In this run the worst setup path begins at ADC_CONVST.

The layout summary lists the proportion of cells stronger than drive strength 1 as 0.250. The number of placed instances with taps included is 302. The class of the tightest hold or removal check is reg2reg. The run finished with clean final reports.

The tally of nets with antenna violations remaining after routing is 0. The die span in y is 117 µm. The clock skew after layout is 0.0620 ns. The layout overhead on the synthesized area is 38.4%. As reported, the later end of the worst-skew pair has a clock insertion delay of 0.32 ns. By count the netlist is led by ha_1, edfxtp_1, nand2_1, mux2_1. The area of placed instances is 1980 µm². For this design, the slowest cell found on the critical path is clkdlybuf4s50_1.

The detailed router reports a met3 wire length of 196 µm.
==> state kept, by name, indices dropped and copies added, names as in the netlist <==
name,cells
data_valid,1
count,5
ADC_CONVST,1
result,12
ADC_SDI,1
==> how the worst min path moves through the flow <==
stage                    start  endpoint  depth (start not counted)
final                 count[0]  count[0]                          1
after global routing  count[0]  count[0]                          1
after CTS             count[0]  count[0]                          1
==> area by class of cell <==
class,count,area [µm²],share of cell area
clock inverter,2,7.51,0.00345
tap,111,139,0.0638
sequential,20,551,0.253
multi-input combinational,127,1050,0.482
clock buffer,5,65.1,0.0299
timing repair buffer,38,335,0.154
inverter,8,30.0,0.0138
==> layout by cell type (no fill, tap or decap), types with 2 or more instances in the layout <==
| cell type | count |
|---|---|
| ha_4 | 3 |
| clkbuf_8 | 4 |
| or3_4 | 3 |
| ha_2 | 2 |
| xnor2_1 | 4 |
| o21ai_1 | 4 |
| or3_1 | 5 |
| nor3_1 | 9 |
| edfxtp_1 | 12 |
| clkdlybuf4s50_1 | 21 |
| nor4_1 | 2 |
| inv_2 | 2 |
| dfxtp_1 | 2 |
| nand2_1 | 11 |
| nand4_1 | 2 |
| a21oi_1 | 4 |
| nand3_1 | 6 |
| buf_4 | 18 |
| ha_1 | 11 |
| nand2b_1 | 6 |
| nor2_1 | 9 |
| o21ai_0 | 6 |
| mux2_1 | 9 |
| nor2b_4 | 3 |
| dfrtp_1 | 5 |
| inv_1 | 8 |
==> cell families (layout without fill, tap and decap cells) <==
group                      after synthesis  count (layout)  share of synthesized area
xor gates and xnor gates                 5               5                     0.0278
AOI/OAI and AO/OA                       23              23                      0.105
muxes                                   10              10                     0.0715
buffers and inverters                   16              53                     0.0501
adders and majority gates               16              16                      0.127
and+or+nand+nor                         73              73                      0.269
DFF                                     20              20                      0.350
==> layer usage <==
| layer | vias up | GRT usage |
|---|---|---|
| met2 | 17 | 0.0776 |
| met1 | 607 | 0.0763 |
| met5 | - | 0 |
| li1 | 671 | - |
| met3 | 2 | 0.0170 |
| met4 | 0 | 0.00824 |
==> metrics by stage <==
stage / hold slack, ns / util
global placement: 0.502 / 0.216
finish: 0.517 / 0.237
floorplan: 0.501 / -
CTS: 0.519 / 0.222
global route: 0.558 / 0.237
detailed placement: 0.511 / 0.216
==> what timing repair did <==
| item | CTS | global route |
|---|---|---|
| buffers inserted | 0 | 4 |
| hold buffers | 0 | 0 |
| endpoints found under the setup margin | 0 | 7 |
| resized | 0 | 24 |
==> power breakdown <==
group | internal, W | switching (W) | leakage (nW)
sequential | 0.000217 | 0 | 0.203
clock | 0.000109 | 0.0000772 | 0.0450
combinational | 0.00000476 | 0.00000309 | 0.533
Power and IR drop assume default switching activity.
